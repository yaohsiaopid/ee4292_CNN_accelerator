[/design/flow/design.v]
module Conv3  #(
parameter CH_NUM = 4,
parameter ACT_PER_ADDR = 4,
parameter BW_PER_ACT = 8,
parameter BW_PER_PARAM = 8
)
(
input clk,                       
input rst_n,                     
input enable,
input [CH_NUM*ACT_PER_ADDR*BW_PER_ACT-1:0] sram_rdata_a0,
input [CH_NUM*ACT_PER_ADDR*BW_PER_ACT-1:0] sram_rdata_a1,
input [CH_NUM*ACT_PER_ADDR*BW_PER_ACT-1:0] sram_rdata_a2,
input [CH_NUM*ACT_PER_ADDR*BW_PER_ACT-1:0] sram_rdata_a3,
input [BW_PER_ACT-1:0] pipe3_c0,
input [BW_PER_ACT-1:0] pipe3_c1,
input [BW_PER_ACT-1:0] pipe3_c2,
input [BW_PER_ACT-1:0] pipe3_c3,
output reg valid,             
output [5:0] n_sram_raddr_a0,
output [5:0] n_sram_raddr_a1,
output [5:0] n_sram_raddr_a2,
output [5:0] n_sram_raddr_a3,
output [CH_NUM*ACT_PER_ADDR-1:0] n_sram_bytemask_b,
output [5:0] n_sram_waddr_b,
output [CH_NUM*ACT_PER_ADDR*BW_PER_ACT-1:0] n_sram_wdata_b,
output [3:0] n_sram_wen,
output reg [CH_NUM*ACT_PER_ADDR*BW_PER_ACT-1:0] n_tmp_a0,
output reg [CH_NUM*ACT_PER_ADDR*BW_PER_ACT-1:0] n_tmp_a1,
output reg [CH_NUM*ACT_PER_ADDR*BW_PER_ACT-1:0] n_tmp_a2,
output reg [CH_NUM*ACT_PER_ADDR*BW_PER_ACT-1:0] n_tmp_a3,
output [10:0] n_raddr_weight,
output [6:0]  n_raddr_bias,
output reg wr_w,
output reg wr_b,
output reg wr_pong_w,
output reg pong,  
output [1:0] conv3_ctl,
output reg reset,
output reg cache_valid
);
reg [10:0] l_raddr_weight;
reg [6:0]  l_raddr_bias;
reg [CH_NUM*ACT_PER_ADDR-1:0]  nl_sram_bytemask_b;
reg [5:0] l_sram_raddr_a0, l_sram_raddr_a1, l_sram_raddr_a2, l_sram_raddr_a3;
reg [5:0] nl_sram_raddr_a0, nl_sram_raddr_a1, nl_sram_raddr_a2, nl_sram_raddr_a3;
reg [3:0] nl_sram_wen;  
reg [CH_NUM*ACT_PER_ADDR*BW_PER_ACT-1:0] nl_sram_wdata_b;
reg [5:0]  nl_sram_waddr_b;
assign n_sram_raddr_a0 = nl_sram_raddr_a0;
assign n_sram_raddr_a1 = nl_sram_raddr_a1;
assign n_sram_raddr_a2 = nl_sram_raddr_a2;
assign n_sram_raddr_a3 = nl_sram_raddr_a3;
assign n_sram_wen = nl_sram_wen;
assign n_sram_bytemask_b = nl_sram_bytemask_b;
assign n_sram_wdata_b = nl_sram_wdata_b;
assign n_sram_waddr_b = nl_sram_waddr_b;
localparam IDLE=2'd0, PREP=2'd1, ACT=2'd2, END=2'd3;
reg [3:0] ch;
reg [2:0] row, nrow, col, ncol, prev_col;
reg [1:0] state, nstate;
reg mode;
reg ready;
reg [2:0] wbcnt, nwbcnt;
reg [2:0] wbrow, nwbrow; 
reg [1:0] nbank_num;
reg [2:0] tmpcnt, ntmpcnt;
reg [1:0] w_stat, nw_stat, prev_stat;
reg [5:0] r_ch, nr_ch;
reg delay;
assign n_raddr_weight = l_raddr_weight;
assign n_raddr_bias = l_raddr_bias;
assign conv3_ctl = prev_col;
always @* begin 
    nwbcnt = wbcnt;
    nwbrow = wbrow;
    if(ready) begin 
        if(wbcnt == 3) begin
            if(wbrow == 3) 
                nwbrow = 0;
            else 
                nwbrow = wbrow + 1;
            nwbcnt = 0;
        end else begin 
            nwbrow = wbrow;
            nwbcnt = wbcnt + 1;
        end 
    end 
    nbank_num = {wbrow[0], wbcnt[0]};
    nl_sram_waddr_b = 18 * ch[3] + 3 * ch[2] + 6 * wbrow[2:1] + wbcnt[2:1];  
    case(ch[1:0])
        2'd0: nl_sram_wdata_b = {pipe3_c0,pipe3_c1,pipe3_c2, pipe3_c3,{12*BW_PER_ACT{1'b0}}};
        2'd1: nl_sram_wdata_b = {{4*BW_PER_ACT{1'b0}},pipe3_c0,pipe3_c1,pipe3_c2, pipe3_c3,{8*BW_PER_ACT{1'b0}}};
        2'd2: nl_sram_wdata_b = {{8*BW_PER_ACT{1'b0}},pipe3_c0,pipe3_c1,pipe3_c2, pipe3_c3,{4*BW_PER_ACT{1'b0}}};
        2'd3: nl_sram_wdata_b = {{12*BW_PER_ACT{1'b0}},pipe3_c0,pipe3_c1,pipe3_c2, pipe3_c3};
    endcase
    case(ch[1:0]) 
        2'd0: nl_sram_bytemask_b = {1'b0,1'b0,1'b0,1'b0,{12{1'b1}}};
        2'd1: nl_sram_bytemask_b = {{4{1'b1}},1'b0,1'b0,1'b0,1'b0,{8{1'b1}}};
        2'd2: nl_sram_bytemask_b = {{8{1'b1}},1'b0,1'b0,1'b0,1'b0,{4{1'b1}}};
        2'd3: nl_sram_bytemask_b = {{12{1'b1}},1'b0,1'b0,1'b0,1'b0};
    endcase
    nl_sram_wen = 4'b1111;
    if(ready) begin 
        case(nbank_num)
            2'd0: nl_sram_wen = 4'b1110;
            2'd1: nl_sram_wen = 4'b1101;
            2'd2: nl_sram_wen = 4'b1011;
            2'd3: nl_sram_wen = 4'b0111;
        endcase
    end 
end 
always @* begin 
    nl_sram_raddr_a0 = l_sram_raddr_a0; nl_sram_raddr_a1 = l_sram_raddr_a1;
    nl_sram_raddr_a2 = l_sram_raddr_a2; nl_sram_raddr_a3 = l_sram_raddr_a3;
    if(state == ACT) begin 
        if(col == 2) begin 
            if(w_stat == 3) begin 
                if(row == 3) begin 
                    nl_sram_raddr_a0 = 0;
                    nl_sram_raddr_a1 = 0;
                    nl_sram_raddr_a2 = 0;
                    nl_sram_raddr_a3 = 0;
                end else begin 
                nl_sram_raddr_a0 = 6 * (row[2:1] + 1); 
                nl_sram_raddr_a1 = 6 * (row[2:1] + 1);
                nl_sram_raddr_a2 = 6 * (row[2:1] + 1 - (row[0] == 0)); 
                nl_sram_raddr_a3 = 6 * (row[2:1] + 1 - (row[0] == 0));
                end 
            end else begin 
                nl_sram_raddr_a0 = 18 * (w_stat > 0) + (!w_stat[0]) * 3 + 6 * (row[1] + row[0]) ; 
                nl_sram_raddr_a1 = 18 * (w_stat > 0) + (!w_stat[0]) * 3 + 6 * (row[1] + row[0]) ;
                nl_sram_raddr_a2 = 18 * (w_stat > 0) + (!w_stat[0]) * 3 + 6 * (row[1] + row[0] - (row[0] == 1)); 
                nl_sram_raddr_a3 = 18 * (w_stat > 0) + (!w_stat[0]) * 3 + 6 * (row[1] + row[0] - (row[0] == 1));
            end 
        end else begin 
                nl_sram_raddr_a0 = l_sram_raddr_a0 + (mode == 0); nl_sram_raddr_a1 = l_sram_raddr_a1 + (mode == 1);
                nl_sram_raddr_a2 = l_sram_raddr_a2 + (mode == 0); nl_sram_raddr_a3 = l_sram_raddr_a3 + (mode == 1);
        end 
    end
    ntmpcnt = tmpcnt;
    if(state == PREP) begin
        if(tmpcnt == 5)
            ntmpcnt = 0;
        else 
            ntmpcnt = tmpcnt + 1; 
    end else if(state == ACT && row == 3 && col == 3) begin 
        if(tmpcnt == 6) 
            ntmpcnt = 0;
        else 
            ntmpcnt = tmpcnt + 1;
    end 
    nrow = row; ncol = col; nw_stat = w_stat; nr_ch = r_ch;
    if(state == ACT) begin 
        if(col == 3) begin
            ncol = 0;
            if(w_stat == 3) begin
                nw_stat = 0;
                if(row == 3) begin
                    nrow = 0;
                    nr_ch = r_ch + 1; 
                end else begin 
                    nrow = row + 1;
                end 
            end else begin 
                nw_stat = w_stat + 1;
            end 
        end else begin 
            if(!delay && row == 0 && col == 0) 
                ncol = 0;
            else 
                ncol = col + 1; 
        end
    end 
    if(!enable) begin 
        nstate = IDLE;
    end else begin
        case(state) 
            IDLE: nstate = PREP; 
            PREP: nstate = (tmpcnt == 5) ? ACT : PREP;
            ACT: nstate = (r_ch == 1 && row == 3 && col == 3) ? END : ACT;
            END: nstate = END;
        endcase
    end
    case({row[0],col[0]})
        2'b00: begin 
            n_tmp_a0 = sram_rdata_a0;
            n_tmp_a1 = sram_rdata_a1;
            n_tmp_a2 = sram_rdata_a2;
            n_tmp_a3 = sram_rdata_a3;
        end 
        2'b01: begin 
            n_tmp_a0 = sram_rdata_a1;
            n_tmp_a1 = sram_rdata_a0;
            n_tmp_a2 = sram_rdata_a3;
            n_tmp_a3 = sram_rdata_a2;
        end 
        2'b10: begin 
            n_tmp_a0 = sram_rdata_a2;
            n_tmp_a1 = sram_rdata_a3;
            n_tmp_a2 = sram_rdata_a0;
            n_tmp_a3 = sram_rdata_a1;
        end 
        2'b11: begin 
            n_tmp_a0 = sram_rdata_a3;
            n_tmp_a1 = sram_rdata_a2;
            n_tmp_a2 = sram_rdata_a1;
            n_tmp_a3 = sram_rdata_a0;
        end 
    endcase 
end 
always @(posedge clk) begin 
    if(~rst_n) begin 
        ready <= 0;
        state <= IDLE;
        ch <= 0; row <= 0; col <= 0; prev_col <= 0;
        l_sram_raddr_a0 <= 0; l_sram_raddr_a1 <= 0; l_sram_raddr_a2 <= 0; l_sram_raddr_a3 <= 0;
        valid <= 0;
        mode <= 0;
        wbcnt <= 0; wbrow <= 0;
        tmpcnt <= 0;
        wr_b <= 0; wr_w <= 0;
        l_raddr_weight <= 80;
        l_raddr_bias <= 20;
        delay <= 0;
        w_stat <= 0;
        prev_stat <= 0;
        r_ch <= 0;
        wr_pong_w <= 0; pong <= 0;
        reset <= 0;
        cache_valid <= 0;
    end else begin 
        state <= nstate;
        row <= nrow; col <= ncol;  w_stat <= nw_stat; r_ch <= nr_ch;
        prev_col <= col; prev_stat <= w_stat;
        tmpcnt <= ntmpcnt;
        l_sram_raddr_a0 <= nl_sram_raddr_a0; l_sram_raddr_a1 <= nl_sram_raddr_a1;
        l_sram_raddr_a2 <= nl_sram_raddr_a2; l_sram_raddr_a3 <= nl_sram_raddr_a3;
        if(state == ACT && row == 0 && col == 1) 
            cache_valid <= 1;
        if(state == ACT && !delay && row == 0 && col == 0)  
            delay <= 1;
        if(prev_stat == 3 && prev_col == 1)
            reset <= 1;
        else if(prev_stat == 0 && prev_col == 1)
            reset <= 0;
        if(!ready && col == 3) begin 
            ready <= 1;
        end 
        if(state == IDLE && enable) begin 
            wr_b <= 1;
            wr_w <= 1;
        end else if(state == PREP) begin
            if(tmpcnt < 4)
                l_raddr_weight <= l_raddr_weight + 1;
            else if(tmpcnt == 5) begin
                wr_b <= 0;
                wr_w <= 0; 
                wr_pong_w <= 1;
                l_raddr_weight <= l_raddr_weight + 1;
            end 
        end else if(state == ACT) begin 
            if(col == 3) begin 
                wr_w <= !wr_w;
                wr_pong_w <= !wr_pong_w;
            end 
            if(prev_col == 3)
                pong <= !pong;
            if(row == 3 && col == 0 && w_stat == 3)  
                l_raddr_bias <= l_raddr_bias + 1;
            if(row == 3 && col == 2 && w_stat == 3)
                wr_b <= 1;
            else 
                wr_b <= 0;
            if(col == 1) begin 
                if(w_stat == 2) begin 
                    if(row == 3) begin 
                        l_raddr_weight <= l_raddr_weight + 1;
                    end else begin 
                        l_raddr_weight <= l_raddr_weight - 15;
                    end 
                end else 
                    l_raddr_weight <= l_raddr_weight + 1;
            end else  
                l_raddr_weight <= l_raddr_weight + 1;
        end
        if(state == END) 
            valid <= 1;
        if(state == ACT) begin 
            mode <= !mode;
        end 
        wbcnt <= nwbcnt; wbrow <= nwbrow;
    end 
end 
endmodule
[/design/flow/run.sh]
#!/bin/bash
# OpenROAD 26Q1-2900-gdf79404cd8, Yosys 0.63+post, stock flow scripts
make -C /OpenROAD-flow-scripts/flow DESIGN_CONFIG=/design/flow/config.mk WORK_HOME=/design/flow/orfs finish
[/design/flow/config.mk]
export PLATFORM = sky130hd
export DESIGN_NAME = Conv3
export DESIGN_NICKNAME = Conv3
export VERILOG_FILES = /design/flow/design.v
export SDC_FILE = /design/flow/constraint.sdc
export NUM_CORES = 4
export LEC_CHECK = 1
export CORE_AREA = 10 10 484 484
export DIE_AREA = 0 0 494 494
[/design/flow/constraint.sdc]
current_design Conv3

set clk_period 47.2
set clk_io_pct 0.2

create_clock -name clk0 -period $clk_period [get_ports {clk}]

set non_clock_inputs [all_inputs -no_clocks]
set_input_delay [expr $clk_period * $clk_io_pct] -clock clk0 $non_clock_inputs
set_output_delay [expr $clk_period * $clk_io_pct] -clock clk0 [all_outputs]
==> impl_metrics.env <==
# source this file to load flow results
export IMPL_routed_via_density=3.64
export IMPL_cp_common_cell="clkdlybuf4s50_1"
export IMPL_wl_per_cell_um=37.8
export IMPL_critPathMaxFanout=4
export IMPL_clk_latency_ns=0.35
export IMPL_required_ns=37.76
export IMPL_finalClockSkew_ns=0.00711
export IMPL_place_gp_congestion=0.952
export IMPL_drive_above_1_share=0.241
export IMPL_fp_dieArea_sq_mm=0.244
export IMPL_drtPass1Iterations=5
export IMPL_path_class="in2out"
export IMPL_grt_pass1_wl_um=243000
export IMPL_worstPathCellList="clkdlybuf4s50_1 > mux4_2 > clkdlybuf4s50_1"
export IMPL_htree_num_levels=3
export IMPL_area_delta_synth_final_pct=76.7
export IMPL_die_x_um=494
export IMPL_cts_sinks=84
export IMPL_grt_use_met2=0.271
export IMPL_worst_pin_slew_ns=1.06
export IMPL_yosys_stat_area_sq_mm=0.0182
export IMPL_grtUsageMet1=0.152
export IMPL_cts_buffers_inserted=9
export IMPL_cpPeakStageDelay_ns=0.62
export IMPL_pwr_density_cell_mw_per_mm2=9.72
export IMPL_endpoint_kind="output pin"
export IMPL_ys_ff=84
export IMPL_cpMaxStageDelayCell="mux4_2"
export IMPL_finalHoldViolations=0
export IMPL_ys_seq_frac=0.0924
export IMPL_status="completed"
export IMPL_drt_total_wl_um=204000
export IMPL_grt_overflow=0
export IMPL_portBuffers=1087
export IMPL_setup_viol=0
export IMPL_hold_path_class="reg2reg"
export IMPL_drv_slew=0
export IMPL_cts_tree="built"
export IMPL_grt_busiest_layer="met2"
export IMPL_async_flop_share=0
export IMPL_ys_types=57
export IMPL_ctsHoldBuffers=0
export IMPL_startpoint_type="primary input"
export IMPL_post_cts_setup_buffers=0
export IMPL_relSlewSlack=0.285
export IMPL_drc=0
export IMPL_ir_worst_vdd_mv=0.0211
export IMPL_period_used=0.438
export IMPL_drt_iter0_drc=1406
export IMPL_ioPinCount=1264
export IMPL_final_min_clock_period_ns=20.69
export IMPL_hpwl_um=189000
export IMPL_p_leak_uw=0.00942
export IMPL_grtUsageTotal=0.162
export IMPL_ff_type="dfxtp_1"
export IMPL_nFillCells=24900
export IMPL_crit_arrival_ns=11.25
export IMPL_fmax_mhz=48.3
export IMPL_synth_avg_cell_area_sq_um=13.0
export IMPL_grt_max_degree=120
export IMPL_clockBufferDepth=2
export IMPL_edf_count=0
export IMPL_ys_warnings_count=1
export IMPL_rsz0062_at_grt="false"
export IMPL_fin_util=0.144
export IMPL_warnings=48
export IMPL_pre_cts_slack_ns=26.43
export IMPL_num_rows=173
export IMPL_coreArea_sq_mm=0.223
export IMPL_antenna_left=0
export IMPL_initCoreUtil=0.0816
export IMPL_die_h_um=494
export IMPL_cts_root_buf="clkbuf_16"
export IMPL_drv_cap=0
export IMPL_fin_setup_tns_ns=0
export IMPL_antenna_found_initial=282
export IMPL_cts_resized_gates=0
export IMPL_num_vias=19600
export IMPL_syn_area_sq_mm=0.0182
export IMPL_setup_ws_ns=26.51
export IMPL_clkTransAtPathRegs_ns=0.07
export IMPL_syn_inst=1397
export IMPL_grt_pass1_vias=18300
export IMPL_ys_cells=1397
export IMPL_met3_usage=0.126
==> worst paths after layout <==
path / startpoint / endpoint / slack, ns / cells after the start
setup / recovery: sram_rdata_a2[109] / n_tmp_a3[109] / 26.51 / 3
hold / removal: wbcnt[2] / wbcnt[2] / 0.46 / 2
setup reg to reg: row[0] / l_sram_raddr_a3[4] / 43.28 / 10
hold reg to reg: wbcnt[2] / wbcnt[2] / 0.46 / 2
==> Yosys cell counts (3+ instances only) <==
cell       count  area share
or3_1          4      0.0014
mux2i_1        3      0.0016
nand2_1       37      0.0076
nor3_1        22      0.0060
nand3_1       25      0.0069
a2bb2oi_1      5      0.0024
clkbuf_1      49       0.010
nor4_1         4      0.0014
o31ai_1        3      0.0012
o311ai_0       5      0.0024
a211oi_1       3      0.0012
a31oi_1        6      0.0021
o22ai_1        3      0.0010
buf_2         72       0.020
nand4_1       11      0.0038
a311oi_1       4      0.0019
and2_1        25      0.0086
o21ai_0       19      0.0052
nand3b_1       4      0.0016
a21oi_1       58       0.016
inv_1         45      0.0093
ha_1          51       0.035
xnor2_1       17      0.0082
buf_4        148       0.061
mux4_2       512        0.63
nand2b_1       8      0.0027
nor2b_1        8      0.0027
and3_1         5      0.0017
dfxtp_1       84       0.092
buf_1         22      0.0045
xor2_1        14      0.0067
fa_1           4      0.0044
nand4b_1       3      0.0014
and4_1         3      0.0014
a21o_1         5      0.0021
nor2_1        75       0.015
==> routing by layer <==
metal	routed length, um	share of wire
met5	1460	0.0072
met1	60500	0.30
met2	99100	0.49
met3	34400	0.17
met4	8330	0.041
==> cells by family after synthesis <==
group,count (synthesis),share of synthesized area
other,2,0.000413
buffers and inverters,338,0.106
adder cells (fa/ha/maj),55,0.0395
AND-OR/OR-AND,125,0.0421
XOR/XNOR,31,0.0149
multiplexers,515,0.635
flip-flops,84,0.0924
AND/OR/NAND/NOR,247,0.0697
==> cell type report <==
class | count | area [sq um] | share of cell area
inverters | 45 | 169 | 0.00525
flip-flops and latches | 84 | 1690 | 0.0525
repair buffers | 1118 | 11100 | 0.346
multi-input cells | 1086 | 15000 | 0.467
well taps | 2975 | 3720 | 0.116
clock inverters | 6 | 52.6 | 0.00163
clock buffers | 10 | 239 | 0.00743
diodes | 62 | 155 | 0.00482
==> worst max-delay path: cells and delay by family <==
family / cells / cell delay, ns
mux: 1 / 0.62
buf+inv: 2 / 1.17
==> sequential cells by signal, summed over array words and instances, names as in the netlist, 2 cells and up <==
name             cells
w_stat               2
col                  3
r_ch                 6
l_sram_raddr_a3      6
l_sram_raddr_a2      6
state                4
row                  3
l_raddr_bias         7
prev_col             3
l_sram_raddr_a0      6
prev_stat            2
l_sram_raddr_a1      6
l_raddr_weight      11
tmpcnt               3
wbcnt                3
wbrow                3
==> power breakdown <==
group | internal, uW | total [uW] | switching, uW
logic | 104 | 170 | 65.2
clock network | 38.1 | 71.3 | 33.2
registers | 71.2 | 71.8 | 0.629
==> stage by stage <==
step	total power, uW	hold WS (ns)	cells	cell area [sq um]
after CTS	319	0.466	5324	32000
final	313	0.461	5386	32200
after detailed placement	246	0.456	5308	31700
after floorplan	113	0.413	1508	18600
after global routing	326	0.480	5357	32100
after global placement	245	0.451	5308	31700
==> layout by cell type (no fill, tap or decap), drive strengths merged, types with 6 or more instances in the layout <==
cell / netlist / routed
clkbuf: 49 / 10
nand4: 11 / 11
a31oi: 6 / 6
a21oi: 58 / 58
conb: 2 / 113
nand2: 37 / 37
mux4: 512 / 512
xor2: 14 / 14
and2: 25 / 25
clkdlybuf4s50: 0 / 1087
dfxtp: 84 / 84
nor2b: 8 / 8
nor3: 23 / 23
o21ai: 19 / 19
nand3: 25 / 25
nor2: 75 / 75
ha: 51 / 51
buf: 244 / 31
nand2b: 8 / 8
diode: 0 / 62
xnor2: 17 / 17
inv: 45 / 49
Power is estimated from default activity; no workload was simulated.
