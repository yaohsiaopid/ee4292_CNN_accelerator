==> /design/flow/design.v <==
module Conv1  #(
parameter CH_NUM = 4,
parameter ACT_PER_ADDR = 4,
parameter BW_PER_ACT = 8,
parameter BW_PER_PARAM = 8
)
(
input clk,                       
input rst_n,                     
input enable,
input [CH_NUM*ACT_PER_ADDR*BW_PER_ACT-1:0] sram_rdata_a0,
input [CH_NUM*ACT_PER_ADDR*BW_PER_ACT-1:0] sram_rdata_a1,
input [CH_NUM*ACT_PER_ADDR*BW_PER_ACT-1:0] sram_rdata_a2,
input [CH_NUM*ACT_PER_ADDR*BW_PER_ACT-1:0] sram_rdata_a3,
input [BW_PER_ACT-1:0] pipe3_c0,
input [BW_PER_ACT-1:0] pipe3_c1,
input [BW_PER_ACT-1:0] pipe3_c2,
input [BW_PER_ACT-1:0] pipe3_c3,
output reg valid,             
output [5:0] n_sram_raddr_a0,
output [5:0] n_sram_raddr_a1,
output [5:0] n_sram_raddr_a2,
output [5:0] n_sram_raddr_a3,
output [CH_NUM*ACT_PER_ADDR-1:0] n_sram_bytemask_b,
output [5:0] n_sram_waddr_b,
output [CH_NUM*ACT_PER_ADDR*BW_PER_ACT-1:0] n_sram_wdata_b,
output [3:0] n_sram_wen,
output reg [CH_NUM*ACT_PER_ADDR*BW_PER_ACT-1:0] n_tmp_a0,
output reg [CH_NUM*ACT_PER_ADDR*BW_PER_ACT-1:0] n_tmp_a1,
output reg [CH_NUM*ACT_PER_ADDR*BW_PER_ACT-1:0] n_tmp_a2,
output reg [CH_NUM*ACT_PER_ADDR*BW_PER_ACT-1:0] n_tmp_a3,
output [10:0] n_raddr_weight,
output [6:0]  n_raddr_bias,
output reg wr_w,
output reg wr_b
);
reg [10:0] l_raddr_weight;
reg [6:0]  l_raddr_bias;
reg [CH_NUM*ACT_PER_ADDR-1:0]  nl_sram_bytemask_b;
reg [5:0] l_sram_raddr_a0, l_sram_raddr_a1, l_sram_raddr_a2, l_sram_raddr_a3;
reg [5:0] nl_sram_raddr_a0, nl_sram_raddr_a1, nl_sram_raddr_a2, nl_sram_raddr_a3;
reg [3:0] nl_sram_wen;  
reg [CH_NUM*ACT_PER_ADDR*BW_PER_ACT-1:0] nl_sram_wdata_b;
reg [5:0]  nl_sram_waddr_b;
assign n_sram_raddr_a0 = nl_sram_raddr_a0;
assign n_sram_raddr_a1 = nl_sram_raddr_a1;
assign n_sram_raddr_a2 = nl_sram_raddr_a2;
assign n_sram_raddr_a3 = nl_sram_raddr_a3;
assign n_sram_wen = nl_sram_wen;
assign n_sram_bytemask_b = nl_sram_bytemask_b;
assign n_sram_wdata_b = nl_sram_wdata_b;
assign n_sram_waddr_b = nl_sram_waddr_b;
localparam IDLE=2'd0, PREP=2'd1, ACT=2'd2, END=2'd3;
reg [1:0] ch;
reg [2:0] row, nrow, col, ncol;
reg [1:0] state, nstate;
reg mode;
reg ready;
reg [2:0] wbcnt, nwbcnt;
reg [2:0] wbrow, nwbrow; 
reg [1:0] nbank_num;
reg [2:0] tmpcnt, ntmpcnt;
reg delay;
assign n_raddr_weight = l_raddr_weight; 
assign n_raddr_bias = l_raddr_bias; 
always @* begin 
    nwbcnt = wbcnt;
    nwbrow = wbrow;
    if(ready) begin 
        if(wbcnt == 5) begin
            if(wbrow == 5) 
            nwbrow = 0;
            else 
            nwbrow = wbrow + 1;
            nwbcnt = 0;
        end else begin 
            nwbrow = wbrow;
            nwbcnt = wbcnt + 1;
        end 
    end 
    nbank_num = {wbrow[0], wbcnt[0]};
    nl_sram_waddr_b = 6 * wbrow[2:1] + wbcnt[2:1];  
    case(ch)
        2'd0: nl_sram_wdata_b = {pipe3_c0,pipe3_c1,pipe3_c2, pipe3_c3,{12*BW_PER_ACT{1'b0}}};
        2'd1: nl_sram_wdata_b = {{4*BW_PER_ACT{1'b0}},pipe3_c0,pipe3_c1,pipe3_c2, pipe3_c3,{8*BW_PER_ACT{1'b0}}};
        2'd2: nl_sram_wdata_b = {{8*BW_PER_ACT{1'b0}},pipe3_c0,pipe3_c1,pipe3_c2, pipe3_c3,{4*BW_PER_ACT{1'b0}}};
        2'd3: nl_sram_wdata_b = {{12*BW_PER_ACT{1'b0}},pipe3_c0,pipe3_c1,pipe3_c2, pipe3_c3};
    endcase
    case(ch) 
        2'd0: nl_sram_bytemask_b = {1'b0,1'b0,1'b0,1'b0,{12{1'b1}}};
        2'd1: nl_sram_bytemask_b = {{4{1'b1}},1'b0,1'b0,1'b0,1'b0,{8{1'b1}}};
        2'd2: nl_sram_bytemask_b = {{8{1'b1}},1'b0,1'b0,1'b0,1'b0,{4{1'b1}}};
        2'd3: nl_sram_bytemask_b = {{12{1'b1}},1'b0,1'b0,1'b0,1'b0};
    endcase
    nl_sram_wen = 4'b1111;
    if(ready) begin 
        case(nbank_num)
            2'd0: nl_sram_wen = 4'b1110;
            2'd1: nl_sram_wen = 4'b1101;
            2'd2: nl_sram_wen = 4'b1011;
            2'd3: nl_sram_wen = 4'b0111;
        endcase
    end 
end 
always @* begin 
    nl_sram_raddr_a0 = l_sram_raddr_a0; nl_sram_raddr_a1 = l_sram_raddr_a1;
    nl_sram_raddr_a2 = l_sram_raddr_a2; nl_sram_raddr_a3 = l_sram_raddr_a3;
    if(state == PREP || state == ACT) begin 
        if(col == 4) begin 
        nl_sram_raddr_a0 = 6 * (row[2:1] + 1); 
        nl_sram_raddr_a1 = 6 * (row[2:1] + 1);
        nl_sram_raddr_a2 = 6 * (row[2:1] + 1) - 6 * (row[0] == 0); 
        nl_sram_raddr_a3 = 6 * (row[2:1] + 1) - 6 * (row[0] == 0);
        end else begin 
            if(row == 5 && col == 5) begin 
                    nl_sram_raddr_a0 = 0; nl_sram_raddr_a1 = 0;
                    nl_sram_raddr_a2 = 0; nl_sram_raddr_a3 = 0;
            end else begin
                nl_sram_raddr_a0 = l_sram_raddr_a0 + (mode == 0); nl_sram_raddr_a1 = l_sram_raddr_a1 + (mode == 1);
                nl_sram_raddr_a2 = l_sram_raddr_a2 + (mode == 0); nl_sram_raddr_a3 = l_sram_raddr_a3 + (mode == 1);
            end
        end 
    end
    ntmpcnt = tmpcnt;
    if(state == ACT && row == 5 && col == 5) begin 
        if(tmpcnt == 6) 
            ntmpcnt = 0;
        else 
            ntmpcnt = tmpcnt + 1;
    end 
    nrow = row; ncol = col; 
    if(state == ACT) begin 
        if(col == 5) begin 
            if(row == 5) begin 
                if(tmpcnt == 6) begin   ncol = 0; nrow = 0; end 
                else begin ncol = col; nrow = row; end 
            end else begin 
                ncol = 0;   nrow = row + 1;
            end 
        end else begin 
            if(!delay && row == 0 && col == 0) begin 
                nrow = row; ncol = 0;
            end else begin 
             ncol = col + 1; nrow = row;
            end 
        end   
    end 
    if(!enable) begin 
        nstate = IDLE;
    end else begin
        case(state) 
            IDLE: nstate = ACT;  
            PREP: nstate = ACT;
            ACT: nstate = (ch == 3 && row == 5 && col == 5 && tmpcnt == 3) ? END : ACT;
            END: nstate = END;
        endcase
    end
    case({row[0],col[0]})
        2'b00: begin 
            n_tmp_a0 = sram_rdata_a0;
            n_tmp_a1 = sram_rdata_a1;
            n_tmp_a2 = sram_rdata_a2;
            n_tmp_a3 = sram_rdata_a3;
        end 
        2'b01: begin 
            n_tmp_a0 = sram_rdata_a1;
            n_tmp_a1 = sram_rdata_a0;
            n_tmp_a2 = sram_rdata_a3;
            n_tmp_a3 = sram_rdata_a2;
        end 
        2'b10: begin 
            n_tmp_a0 = sram_rdata_a2;
            n_tmp_a1 = sram_rdata_a3;
            n_tmp_a2 = sram_rdata_a0;
            n_tmp_a3 = sram_rdata_a1;
        end 
        2'b11: begin 
            n_tmp_a0 = sram_rdata_a3;
            n_tmp_a1 = sram_rdata_a2;
            n_tmp_a2 = sram_rdata_a1;
            n_tmp_a3 = sram_rdata_a0;
        end 
    endcase 
end 
always @(posedge clk) begin 
    if(~rst_n) begin 
        ready <= 0;
        state <= IDLE;
        ch <= 0; row <= 0; col <= 0;
        l_sram_raddr_a0 <= 0; l_sram_raddr_a1 <= 0; l_sram_raddr_a2 <= 0; l_sram_raddr_a3 <= 0;
        valid <= 0;
        mode <= 0;
        wbcnt <= 0; wbrow <= 0;
        tmpcnt <= 0;
        wr_b <= 0; wr_w <= 0;
        l_raddr_weight <= 4;
        l_raddr_bias <= 1;
        delay <= 0;
    end else begin 
        state <= nstate;
        row <= nrow; col <= ncol; 
        tmpcnt <= ntmpcnt;
        l_sram_raddr_a0 <= nl_sram_raddr_a0; l_sram_raddr_a1 <= nl_sram_raddr_a1;
        l_sram_raddr_a2 <= nl_sram_raddr_a2; l_sram_raddr_a3 <= nl_sram_raddr_a3;
        if(!delay && row == 0 && col == 0)  
            delay <= 1;
        else 
            delay <= 0;
        if(!ready && col == 3) begin 
            ready <= 1;
        end else if(row == 5 && tmpcnt == 4) begin 
            ready <= 0;
            ch <= ch + 1;
        end 
        if(state == ACT && row == 5 && col == 5) begin 
            if(tmpcnt > 1) begin 
                wr_b <= 1;
                wr_w <= 1;
                if(tmpcnt < 6) begin 
                    l_raddr_weight <= l_raddr_weight + 1;
                end 
            end
            if(tmpcnt == 1) begin 
                l_raddr_bias <= ch + 1; 
            end 
        end else begin 
            wr_b <= 0;
            wr_w <= 0;
        end 
        if(state == END) 
            valid <= 1;
        if(state == PREP || state == ACT) begin 
            if(row == 5 && col == 5)
                mode <= 0;
            else 
                mode <= !mode;
        end 
        wbcnt <= nwbcnt; wbrow <= nwbrow;
    end 
end 
endmodule
==> /design/flow/run.sh <==
#!/bin/bash
# OpenROAD 26Q1-2900-gdf79404cd8, Yosys 0.63+post, stock flow scripts
make -C /OpenROAD-flow-scripts/flow DESIGN_CONFIG=/design/flow/config.mk WORK_HOME=/design/flow/orfs finish
==> /design/flow/config.mk <==
export PLATFORM = sky130hd
export DESIGN_NAME = Conv1
export DESIGN_NICKNAME = Conv1
export VERILOG_FILES = /design/flow/design.v
export SDC_FILE = /design/flow/constraint.sdc
export NUM_CORES = 4
export LEC_CHECK = 1
export CORE_AREA = 10 10 482 482
export DIE_AREA = 0 0 492 492
==> /design/flow/constraint.sdc <==
current_design Conv1

set clk_period 28.3
set clk_io_pct 0.2

create_clock -name clk0 -period $clk_period [get_ports {clk}]

set non_clock_inputs [all_inputs -no_clocks]
set_input_delay [expr $clk_period * $clk_io_pct] -clock clk0 $non_clock_inputs
set_output_delay [expr $clk_period * $clk_io_pct] -clock clk0 [all_outputs]
==> results.tsv <==
stage	metric	value	unit
run_status	result_of_the_run	finished, final reports clean	
place	io_buffers	1253	
power	worst_ir_drop_vdd	0.0197	mV
sta	rsz_0062_raised_after_global_routing	no	
clocking	clockRootBuffer	sky130_fd_sc_hd__clkbuf_16	
sta	timing.setup.tns	0	ns
place	dpl-instance-area	32500	um2
synth	synth_stat.cells	1227	
setup_path	critPathTopFamily	buffers and inverters	
synth	yosys_register_bits	63	
cells_and_area	final-instance-count-excl-fill	5385	
synth	mappedNetlistArea	16900	um2
detailed_routing	wire_per_inst	39.1	um
synth	syn_inst	1227	
synth	synth.distinct_cells	62	
clocking	ctsHoldBuffers	0	
detailed_routing	violation_count_after_the_first_detailed_routing_iteration	1177	
sta	finalMaxSlewViolations	0	
clocking	clk-insertion-delay-late	0.36	ns
grt	vias_in_the_first_global_route	18640	
cells_and_area	drive_above_1_share	0.242	
clocking	clkSinkCount	63	
sta	finalWorstPathRequiredPeriod	13.41	ns
synth	ys_area	16900	um2
setup_path	timing.critical_path.slowest_stage_cell	sky130_fd_sc_hd__clkdlybuf4s50_1	
setup_path	crit_chain	clkdlybuf4s50_1, mux4_2, clkdlybuf4s50_1	
worst_hold_path	hold_class	reg2reg	
clocking	cts.clk_slew.worst_paths	0.05	ns
setup_path	required	22.64	ns
job	stage_log_warnings	43	
cells_and_area	layout.core_utilization	0.149	
synth	top_cell	sky130_fd_sc_hd__mux4_2	
place	gp_congestion	0.982	
floorplanning	fp.dieW	492	um
setup_path	maximum_net_fanout_on_the_critical_path	4	
setup_path	timing_worst_setup_path_type	in2out	
detailed_routing	drtAntennaViolNets	0	
synth	syn-mean-instance-area	13.7	um2
setup_path	max_stage_delay	0.79	ns
floorplanning	top_level_ports	1258	
grt	grt_max_degree	107	
sta	fin_worst_skew	0.00977	ns
place	dp.cells	5319	
cells_and_area	final.fill_count	24648	
sta	timing.final.setup_violations	0	
clocking	cts_max_path_buffers	2	
clocking	post_cts_buffers	0	
synth	ff_type	sky130_fd_sc_hd__dfxtp_1	
setup_path	setup.worst_path.start_class	input pin	
synth	enable_flop_cells	0	
detailed_routing	number_of_optimization_iterations_in_the_first_detailed_route_pass	5	
floorplanning	die.size.y	492	um
floorplanning	fp.dieArea	242000	um2
sta	final_worst_path_period_share	0.474	
clocking	post_cts_resize_count	0	
place	dp.final_hpwl	197000	um
synth	sequential_fraction_of_the_synthesis_area	0.0748	
synth	cell_types_with_the_highest_counts_after_synthesis	512 x sky130_fd_sc_hd__mux4_2, 144 x sky130_fd_sc_hd__and2_1, 112 x sky130_fd_sc_hd__buf_2	
clocking	cts-htree-levels	3	
synth	synth_warnings	1	
setup_path	crit_arrival	7.75	ns
sta	report.final.hold_viol_count	0	
setup_path	path_buffers	2	
cells_and_area	finish.instance_area	33000	um2
floorplanning	fp.coreArea	222000	um2
power	p_leak	9.47	nW
setup_path	cp_common_cell	sky130_fd_sc_hd__clkdlybuf4s50_1	
cells_and_area	flow.area_growth_from_synthesis	95.5	%
power	power.density	19.2	nW/um2
grt	grt_use_total	0.170	
sta	relSlewSlack	0.464	
grt	global_route_wire_length_before_repair	254000	um
clocking	tritoncts	done	
detailed_routing	via_per_inst	3.69	
sta	tightestPinTransition	0.804	ns
synth	synthDominantCellAreaShare	0.684	
synth	synth_top_cell_by_area	sky130_fd_sc_hd__mux4_2	
clocking	cts_inserted_buffers	9	
detailed_routing	vias	19895	
grt	grt_antenna_before_repair	280	
floorplanning	fp_density	0.0760	
synth	synth.top_cells.by_area	sky130_fd_sc_hd__mux4_2 68%, sky130_fd_sc_hd__dfxtp_1 7.5%, sky130_fd_sc_hd__and2_1 5.3%	
sta	hold_slack	0.447	ns
sta	fmax	74.6	MHz
setup_path	critPathCaptureType	primary output	
grt	sum_of_overflow_across_all_layers_after_global_routing	0	
synth	synth-async-reset-ratio	0	
floorplanning	rows	173	
job	drv_cap	0	
detailed_routing	drcViolationCount	0	
detailed_routing	routed_wirelength	211000	um
cells in the final DEF (no fill, tap or decap), types with 8 or more instances in the layout:
cell type                            n
sky130_fd_sc_hd__and2_1            144
sky130_fd_sc_hd__o21ai_0            15
sky130_fd_sc_hd__nand2b_1            8
sky130_fd_sc_hd__nand2_1            35
sky130_fd_sc_hd__ha_1               34
sky130_fd_sc_hd__xnor2_1            11
sky130_fd_sc_hd__clkbuf_16           9
sky130_fd_sc_hd__nand3_1            22
sky130_fd_sc_hd__diode_2            50
sky130_fd_sc_hd__inv_1              24
sky130_fd_sc_hd__clkdlybuf4s50_1  1253
sky130_fd_sc_hd__mux4_2            512
sky130_fd_sc_hd__dfxtp_1            61
sky130_fd_sc_hd__nor3_1              8
sky130_fd_sc_hd__nand4_1            10
sky130_fd_sc_hd__nor2_1             34
sky130_fd_sc_hd__a21oi_1            18
sky130_fd_sc_hd__buf_4              29
per-stage QoR:
stage                     total power, mW  setup WS [ns]
after floorplan                     0.205          16.57
after global placement              0.523          14.68
after detailed placement            0.525          14.70
after CTS                           0.647          14.69
after global routing                0.662          14.80
final                               0.633          14.89
worst reg2reg max path, cell delays in order, from the launching register on:
cell                      delay, ns
sky130_fd_sc_hd__dfxtp_4       0.71
sky130_fd_sc_hd__ha_1          0.43
sky130_fd_sc_hd__and3_1        0.51
sky130_fd_sc_hd__nand4_1       0.63
sky130_fd_sc_hd__mux2i_1       0.33
sky130_fd_sc_hd__nand2_1       0.07
power breakdown:
part	internal, mW	leakage (nW)	total [mW]	switching (mW)
Clock	0.0728	0.152	0.119	0.0458
Combinational	0.256	8.81	0.422	0.166
Sequential	0.0900	0.511	0.0927	0.00262
final timing paths:
path | from | to | slack (ns) | cells after the start
max | sram_rdata_a2[112] | n_tmp_a3[112] | 14.89 | 3
min | state[0] | state[1] | 0.45 | 2
max reg2reg | col[0] | l_raddr_bias[0] | 25.48 | 5
min reg2reg | state[0] | state[1] | 0.45 | 2
routing by layer:
metal | wire [um] | GRT usage | vias to the layer above
met2 | 105000 | 0.297 | 1638
met3 | 33300 | 0.122 | 546
met4 | 7110 | 0.0338 | 176
met5 | 1180 | 0 | -
met1 | 63900 | 0.162 | 9839
li1 | - | - | 7696
registers in the layout (all words and copies together), names as in the netlist, 2 cells and up:
register         cells
wbcnt                3
l_sram_raddr_a1      6
l_sram_raddr_a0      6
row                  3
col                  3
l_raddr_bias         3
ch                   2
l_sram_raddr_a3      6
l_raddr_weight      11
l_sram_raddr_a2      6
state                3
tmpcnt               3
wbrow                3
final cells by class:
class,count,area [um2],area share
Antenna cell,50,125,0.00380
Clock buffer,11,253,0.00767
Clock inverter,5,56.3,0.00171
Inverter,25,93.8,0.00285
Multi-Input combinational cell,973,14700,0.445
Sequential cell,63,1270,0.0385
Tap cell,2975,3720,0.113
Timing Repair Buffer,1283,12800,0.388
logic make-up (layout without fill, tap and decap cells):
kind of cell / Yosys count / in the layout / synth area share
muxes: 516 / 516 / 0.686
adders and majority gates: 35 / 35 / 0.0264
other: 1 / 54 / 0.000222
AOI/OAI and AO/OA: 102 / 102 / 0.0446
buffers and inverters: 194 / 1324 / 0.0569
and+or+nand+nor: 298 / 298 / 0.100
DFF: 63 / 63 / 0.0748
xor gates and xnor gates: 18 / 18 / 0.0102
Power is estimated from default activity; no workload was simulated.
