`flow/run.sh`:
```
#!/bin/bash
# OpenROAD 26Q1-2900-gdf79404cd8, Yosys 0.63+post, stock flow scripts
make -C /OpenROAD-flow-scripts/flow DESIGN_CONFIG=/design/flow/config.mk WORK_HOME=/design/flow/orfs finish
```
`flow/config.mk`:
```
export PLATFORM = sky130hd
export DESIGN_NAME = Conv2
export DESIGN_NICKNAME = Conv2
export VERILOG_FILES = /design/flow/design.v
export SDC_FILE = /design/flow/constraint.sdc
export NUM_CORES = 4
export LEC_CHECK = 1
export CORE_AREA = 10 10 482 482
export DIE_AREA = 0 0 492 492
```
`flow/constraint.sdc`:
```
current_design Conv2

set clk_period 46.5
set clk_io_pct 0.2

create_clock -name clk0 -period $clk_period [get_ports {clk}]

set non_clock_inputs [all_inputs -no_clocks]
set_input_delay [expr $clk_period * $clk_io_pct] -clock clk0 $non_clock_inputs
set_output_delay [expr $clk_period * $clk_io_pct] -clock clk0 [all_outputs]
```
`flow/design.v`:
```
module Conv2  #(
parameter CH_NUM = 4,
parameter ACT_PER_ADDR = 4,
parameter BW_PER_ACT = 8,
parameter BW_PER_PARAM = 8
)
(
input clk,                       
input rst_n,                     
input enable,
input [CH_NUM*ACT_PER_ADDR*BW_PER_ACT-1:0] sram_rdata_b0,
input [CH_NUM*ACT_PER_ADDR*BW_PER_ACT-1:0] sram_rdata_b1,
input [CH_NUM*ACT_PER_ADDR*BW_PER_ACT-1:0] sram_rdata_b2,
input [CH_NUM*ACT_PER_ADDR*BW_PER_ACT-1:0] sram_rdata_b3,
input [BW_PER_ACT-1:0] pipe3_c0,
input [BW_PER_ACT-1:0] pipe3_c1,
input [BW_PER_ACT-1:0] pipe3_c2,
input [BW_PER_ACT-1:0] pipe3_c3,
output reg valid,             
output [5:0] n_sram_raddr_b0,
output [5:0] n_sram_raddr_b1,
output [5:0] n_sram_raddr_b2,
output [5:0] n_sram_raddr_b3,
output [CH_NUM*ACT_PER_ADDR-1:0] n_sram_bytemask_a,
output [5:0] n_sram_waddr_a,
output [CH_NUM*ACT_PER_ADDR*BW_PER_ACT-1:0] n_sram_wdata_a,
output [3:0] n_sram_wen,
output reg [CH_NUM*ACT_PER_ADDR*BW_PER_ACT-1:0] n_tmp_b0,
output reg [CH_NUM*ACT_PER_ADDR*BW_PER_ACT-1:0] n_tmp_b1,
output reg [CH_NUM*ACT_PER_ADDR*BW_PER_ACT-1:0] n_tmp_b2,
output reg [CH_NUM*ACT_PER_ADDR*BW_PER_ACT-1:0] n_tmp_b3,
output [10:0] n_raddr_weight,
output [6:0]  n_raddr_bias,
output reg wr_w,
output reg wr_b
);
reg [10:0] l_raddr_weight;
reg [6:0]  l_raddr_bias;
reg [CH_NUM*ACT_PER_ADDR-1:0]  nl_sram_bytemask_a;
reg [5:0] l_sram_raddr_b0, l_sram_raddr_b1, l_sram_raddr_b2, l_sram_raddr_b3;
reg [5:0] nl_sram_raddr_b0, nl_sram_raddr_b1, nl_sram_raddr_b2, nl_sram_raddr_b3;
reg [3:0] nl_sram_wen;  
reg [CH_NUM*ACT_PER_ADDR*BW_PER_ACT-1:0] nl_sram_wdata_a;
reg [5:0]  nl_sram_waddr_a;
assign n_sram_raddr_b0 = nl_sram_raddr_b0;
assign n_sram_raddr_b1 = nl_sram_raddr_b1;
assign n_sram_raddr_b2 = nl_sram_raddr_b2;
assign n_sram_raddr_b3 = nl_sram_raddr_b3;
assign n_sram_wen = nl_sram_wen;
assign n_sram_bytemask_a = nl_sram_bytemask_a;
assign n_sram_wdata_a = nl_sram_wdata_a;
assign n_sram_waddr_a = nl_sram_waddr_a;
localparam IDLE=2'd0, PREP=2'd1, ACT=2'd2, END=2'd3;
reg [3:0] ch;
reg [2:0] row, nrow, col, ncol;
reg [1:0] state, nstate;
reg mode;
reg ready;
reg [2:0] wbcnt, nwbcnt;
reg [2:0] wbrow, nwbrow; 
reg [1:0] nbank_num;
reg [2:0] tmpcnt, ntmpcnt;
reg delay;
assign n_raddr_weight = l_raddr_weight; 
assign n_raddr_bias = l_raddr_bias; 
always @* begin 
    nwbcnt = wbcnt;
    nwbrow = wbrow;
    if(ready) begin 
        if(wbcnt == 4) begin
            if(wbrow == 4) 
            nwbrow = 0;
            else 
            nwbrow = wbrow + 1;
            nwbcnt = 0;
        end else begin 
            nwbrow = wbrow;
            nwbcnt = wbcnt + 1;
        end 
    end 
    nbank_num = {wbrow[0], wbcnt[0]};
    nl_sram_waddr_a = 18 * ch[3] + 3 * ch[2] + 6 * wbrow[2:1] + wbcnt[2:1];  
    case(ch[1:0])
        2'd0: nl_sram_wdata_a = {pipe3_c0,pipe3_c1,pipe3_c2, pipe3_c3,{12*BW_PER_ACT{1'b0}}};
        2'd1: nl_sram_wdata_a = {{4*BW_PER_ACT{1'b0}},pipe3_c0,pipe3_c1,pipe3_c2, pipe3_c3,{8*BW_PER_ACT{1'b0}}};
        2'd2: nl_sram_wdata_a = {{8*BW_PER_ACT{1'b0}},pipe3_c0,pipe3_c1,pipe3_c2, pipe3_c3,{4*BW_PER_ACT{1'b0}}};
        2'd3: nl_sram_wdata_a = {{12*BW_PER_ACT{1'b0}},pipe3_c0,pipe3_c1,pipe3_c2, pipe3_c3};
    endcase
    case(ch[1:0]) 
        2'd0: nl_sram_bytemask_a = {1'b0,1'b0,1'b0,1'b0,{12{1'b1}}};
        2'd1: nl_sram_bytemask_a = {{4{1'b1}},1'b0,1'b0,1'b0,1'b0,{8{1'b1}}};
        2'd2: nl_sram_bytemask_a = {{8{1'b1}},1'b0,1'b0,1'b0,1'b0,{4{1'b1}}};
        2'd3: nl_sram_bytemask_a = {{12{1'b1}},1'b0,1'b0,1'b0,1'b0};
    endcase
    nl_sram_wen = 4'b1111;
    if(ready) begin 
        case(nbank_num)
            2'd0: nl_sram_wen = 4'b1110;
            2'd1: nl_sram_wen = 4'b1101;
            2'd2: nl_sram_wen = 4'b1011;
            2'd3: nl_sram_wen = 4'b0111;
        endcase
    end 
end 
always @* begin 
    nl_sram_raddr_b0 = l_sram_raddr_b0; nl_sram_raddr_b1 = l_sram_raddr_b1;
    nl_sram_raddr_b2 = l_sram_raddr_b2; nl_sram_raddr_b3 = l_sram_raddr_b3;
    if(state == ACT) begin 
        if(col == 3) begin 
        nl_sram_raddr_b0 = 6 * (row[2:1] + 1); 
        nl_sram_raddr_b1 = 6 * (row[2:1] + 1);
        nl_sram_raddr_b2 = 6 * (row[2:1] + 1) - 6 * (row[0] == 0); 
        nl_sram_raddr_b3 = 6 * (row[2:1] + 1) - 6 * (row[0] == 0);
        end else begin 
            if(row == 4 && col == 4) begin 
                    nl_sram_raddr_b0 = 0; nl_sram_raddr_b1 = 0;
                    nl_sram_raddr_b2 = 0; nl_sram_raddr_b3 = 0;
            end else begin
                nl_sram_raddr_b0 = l_sram_raddr_b0 + (mode == 0); nl_sram_raddr_b1 = l_sram_raddr_b1 + (mode == 1);
                nl_sram_raddr_b2 = l_sram_raddr_b2 + (mode == 0); nl_sram_raddr_b3 = l_sram_raddr_b3 + (mode == 1);
            end
        end 
    end
    ntmpcnt = tmpcnt;
    if(state == PREP) begin
        if(tmpcnt == 5)
            ntmpcnt = 0;
        else 
            ntmpcnt = tmpcnt + 1; 
    end else if(state == ACT && row == 4 && col == 4) begin 
        if(tmpcnt == 6) 
            ntmpcnt = 0;
        else 
            ntmpcnt = tmpcnt + 1;
    end 
    nrow = row; ncol = col; 
    if(state == ACT) begin 
        if(col == 4) begin 
            if(row == 4) begin 
                if(tmpcnt == 6) begin   ncol = 0; nrow = 0; end 
                else begin ncol = col; nrow = row; end 
            end else begin 
                ncol = 0;   nrow = row + 1;
            end 
        end else begin 
            if(!delay && row == 0 && col == 0) begin 
                nrow = row; ncol = 0;
            end else begin 
             ncol = col + 1; nrow = row;
            end 
        end   
    end 
    if(!enable) begin 
        nstate = IDLE;
    end else begin
        case(state) 
            IDLE: nstate = PREP; 
            PREP: nstate = (tmpcnt == 5) ? ACT : PREP;
            ACT: nstate = (ch == 15 && row == 4 && col == 4 && tmpcnt == 3) ? END : ACT;
            END: nstate = END;
        endcase
    end
    case({row[0],col[0]})
        2'b00: begin 
            n_tmp_b0 = sram_rdata_b0;
            n_tmp_b1 = sram_rdata_b1;
            n_tmp_b2 = sram_rdata_b2;
            n_tmp_b3 = sram_rdata_b3;
        end 
        2'b01: begin 
            n_tmp_b0 = sram_rdata_b1;
            n_tmp_b1 = sram_rdata_b0;
            n_tmp_b2 = sram_rdata_b3;
            n_tmp_b3 = sram_rdata_b2;
        end 
        2'b10: begin 
            n_tmp_b0 = sram_rdata_b2;
            n_tmp_b1 = sram_rdata_b3;
            n_tmp_b2 = sram_rdata_b0;
            n_tmp_b3 = sram_rdata_b1;
        end 
        2'b11: begin 
            n_tmp_b0 = sram_rdata_b3;
            n_tmp_b1 = sram_rdata_b2;
            n_tmp_b2 = sram_rdata_b1;
            n_tmp_b3 = sram_rdata_b0;
        end 
    endcase 
end 
always @(posedge clk) begin 
    if(~rst_n) begin 
        ready <= 0;
        state <= IDLE;
        ch <= 0; row <= 0; col <= 0;
        l_sram_raddr_b0 <= 0; l_sram_raddr_b1 <= 0; l_sram_raddr_b2 <= 0; l_sram_raddr_b3 <= 0;
        valid <= 0;
        mode <= 0;
        wbcnt <= 0; wbrow <= 0;
        tmpcnt <= 0;
        wr_b <= 0; wr_w <= 0;
        l_raddr_weight <= 16;
        l_raddr_bias <= 4;
        delay <= 0;
    end else begin 
        state <= nstate;
        row <= nrow; col <= ncol; 
        tmpcnt <= ntmpcnt;
        l_sram_raddr_b0 <= nl_sram_raddr_b0; l_sram_raddr_b1 <= nl_sram_raddr_b1;
        l_sram_raddr_b2 <= nl_sram_raddr_b2; l_sram_raddr_b3 <= nl_sram_raddr_b3;
        if(!delay && row == 0 && col == 0)  
            delay <= 1;
        else 
            delay <= 0;
        if(!ready && col == 3) begin 
            ready <= 1;
        end else if(row == 4 && tmpcnt == 4) begin 
            ready <= 0;
            ch <= ch + 1;
        end 
        if(state == IDLE && enable) begin 
            wr_b <= 1;
            wr_w <= 1;
        end else if((state == ACT && row == 4 && col == 4)) begin 
            if(tmpcnt > 1) begin 
                wr_b <= 1;
                wr_w <= 1;
                if(tmpcnt < 6) begin 
                    l_raddr_weight <= l_raddr_weight + 1;
                end 
            end
            if(tmpcnt == 1) begin 
                l_raddr_bias <= l_raddr_bias + 1;
            end 
        end else if(state == PREP) begin
            if(tmpcnt < 4)
                l_raddr_weight <= l_raddr_weight + 1;
            if(tmpcnt == 5) begin
                wr_b <= 0;
                wr_w <= 0; 
            end 
        end else begin 
            wr_b <= 0;
            wr_w <= 0;
        end 
        if(state == END) 
            valid <= 1;
        if(state == ACT) begin 
            if(col == 3)
                mode <= 0;
            else if(row == 4 && col == 4)
                mode <= 0;
            else 
                mode <= !mode;
        end 
        wbcnt <= nwbcnt; wbrow <= nwbrow;
    end 
end 
endmodule
```
==> flow_summary_export.csv <==
group,metric,value,unit
outcome,outcome,"completed",
detailed_routing,drtIter0Drc,1236,
global_routing,grt_pass1_vias,18700,
final_timing,post-route-period-util,0.441,
cells_and_area,ff_latch_area,1410,um2
floorplan,design.core.area,222000,um2
detailed_routing,wl_met1,71300,um
synthesis,yosys_cells,1288,
clock_tree,clk_pin_slew,60,ps
placed_design,numPortBuffers,1257,
clock_tree,cts_made_buffers,9,
global_routing,grt_max_degree,106,
final_timing,fin_skew,16.6,ps
placed_design,hpwlAfterDp,193000,um
synthesis,async_flop_share,0,
pwr,p_sw_frac,0.338,
pwr,p_switching,0.108,mW
cells_and_area,area_growth,94.4,%
cells_and_area,comb_area,14900,um2
floorplan,initial_core_util,0.0777,
clock_tree,cts_tree,"yes",
pwr,power_leakage,9.81,nW
synthesis,yosysWarningCount,1,
synthesis,synthFlopType,"dfxtp_1",
worst_setup_path,cp-start-kind,"input port",
final_timing,finalSetupViolCount,0,
floorplan,die_h,492,um
synthesis,syn-cell-area,17200,um2
flow_run,cap_violations,0,
detailed_routing,viasPerCell,3.67,
final_timing,rsz0062_at_grt,"no",
worst_setup_path,cp_max_fo,4,
floorplan,chipWidth,492,um
final_timing,fin_crit,20510,ps
detailed_routing,wl_per_cell,37.9,um
global_routing,grt_overflow,0,
worst_setup_path,crit_arrival,11210,ps
pwr,internal-power,0.212,mW
detailed_routing,detail-route-antenna-nets,0,
final_timing,max_freq,0.0488,GHz
flow_run,warning_count,46,
cells_and_area,fillers,24700,
synthesis,yosysChipArea,17200,um2
detailed_routing,post-route-drc-count,0,
clock_tree,postCtsSetupRepairBufs,0,
clock_tree,cts_num_sinks,70,
worst_setup_path,endpoint_kind,"output port",
final_timing,hold_ws,431,ps
worst_setup_path,r2r_setup_slack,43110,ps
detailed_routing,wl_met2,95400,um
global_routing,grt_use_total,0.168,
pwr,powerDensity,9.55,nW/um2
synthesis,edf_count,0,
worst_setup_path,endpoint,"n_tmp_b3[14]",
final_timing,hold_viol_final,0,
floorplan,rows,173,
worst_setup_path,r2r_start,"row[0]",
global_routing,antenna_found_initial,257,
pwr,ir_worst_vdd,0.0000215,V
clock_tree,clk_path_buf_depth,2,
final_timing,drv_slew,0,
detailed_routing,wl_met3,31800,um
detailed_routing,wirelength,208000,um
pwr,clockPowerShare,0.230,
synthesis,ys_types,58,
worst_setup_path,cp-startpoint,"sram_rdata_b2[14]",
final_timing,relSlewSlack,0.432,
pwr,seqPwrFrac,0.192,
pwr,p_comb_frac,0.578,
clock_tree,cts.htree.levels,3,
worst_setup_path,path_class,"input port to output port",
placed_design,gp_congestion,1.02,
global_routing,grt_pass1_wl,250000,um
worst_setup_path,worstReg2RegEnd,"l_raddr_weight[8]",
cells_and_area,drive_gt1_frac,0.237,
clock_tree,ctsHoldBuffers,0,
clock_tree,root_buffer,"clkbuf_16",
floorplan,ioPinCount,1258,
worst_setup_path,reg2reg_depth,7,
detailed_routing,topRoutingLayerUsed,"met5",
final_timing,setup-tns-final,0,ps
hold_path,hold_path.startpoint,"delay",
detailed_routing,num_vias,20200,
synthesis,synthCells,1288,
detailed_routing,first_pass_iters,5,
floorplan,dieArea,242000,um2
synthesis,synth_flops,70,
clock_tree,cts_resized,0,
clock_tree,clkLatencyLatePin,360,ps
synthesis,avgSynthCellArea,13.4,um2
synthesis,synth_seq_share,0.0813,
worst_setup_path,worstPathRequired,37200,ps
final_timing,tightestPinTransition,849,ps
hold_path,hp-class,"flip-flop to flip-flop",
## layout make-up
class / count / share of cell area
multi-input cells: 1013 / 0.444
repair buffers: 1288 / 0.383
well taps: 2975 / 0.111
flip-flops and latches: 70 / 0.0420
clock buffers: 9 / 0.00672
diodes: 89 / 0.00665
inverters: 37 / 0.00414
clock inverters: 7 / 0.00213
## power groups by stage
stage | registers, mW | clock network (mW) | logic [mW]
4_1_cts | 0.0614 | 0.0763 | 0.188
5_1_grt | 0.0615 | 0.0785 | 0.194
6_report | 0.0613 | 0.0738 | 0.185
## synthesized netlist by cell type, types with 2 or more instances
master    count  area, um2
a21boi_0      3       22.5
a21oi_1      30        150
a221o_1       2       20.0
a22o_1       10       87.6
a22oi_1       2       15.0
a311o_1       2       20.0
a31o_2        2       17.5
a31oi_1       2       12.5
a32o_1        2       20.0
a32oi_1       2       17.5
and2_1      116        726
and3_1       45        282
buf_1        11       41.3
buf_2        91        455
buf_4        16        120
buf_6         2       22.5
clkbuf_1     48        180
dfxtp_1      70       1400
fa_1          3       60.1
ha_1         41        513
inv_1        37        139
mux2_2        2       22.5
mux2i_1       3       30.0
mux4_2      512      11500
nand2_1      35        131
nand2b_1      9       56.3
nand3_1      26        130
nand4_1       9       56.3
nor2_1       43        161
nor2b_1       7       43.8
nor3_1        4       20.0
nor3b_1       2       15.0
nor4b_1       2       17.5
o21a_1        2       15.0
o21ai_0      41        205
o21ai_1       2       10.0
o31ai_1       6       45.0
or3_1         8       50.1
or4_1         2       15.0
xnor2_1      10       87.6
xor2_1        9       78.8
## sequential cells by signal, summed over array words and instances (netlist names)
register	flops
ready	1
row	3
valid	1
col	3
l_sram_raddr_b3	6
wbrow	3
l_sram_raddr_b1	6
l_raddr_weight	11
l_sram_raddr_b0	6
tmpcnt	3
mode	1
l_raddr_bias	7
wr_b	1
l_sram_raddr_b2	6
delay	1
ch	4
state	4
wbcnt	3
## placed cells by master (no fill, tap or decap), drive strengths merged, types with 3 or more instances in the layout
cell              n
a21boi            3
a21oi            30
a22o             10
a31o              3
and2            117
and3             45
buf              31
clkbuf            9
clkdlybuf4s50  1257
dfxtp            70
diode            89
fa                3
ha               41
inv              43
mux2i             3
mux4            512
nand2            35
nand2b            9
nand3            26
nand4            10
nor2             43
nor2b             7
nor3              4
o21ai            43
o31ai             6
or3               8
xnor2            10
xor2              9
## worst min path at each step
stage | to | depth (start not counted) | slack (ps)
after CTS | delay | 1 | 430
final | delay | 1 | 430
after global routing | delay | 1 | 440
## stage by stage
step	total power [mW]	util	setup slack, ps	instances	instance area [um2]
3_3_place_gp	0.249	0.149	25960	5383	33000
5_1_grt	0.334	0.151	25900	5442	33400
2_1_floorplan	0.0963	-	27490	1288	17200
6_report	0.320	0.151	25990	5488	33500
4_1_cts	0.326	0.150	25960	5399	33300
3_5_place_dp	0.250	0.149	25960	5383	33000
## logic make-up (layout without fill, tap and decap cells)
group	Yosys count	count (layout)	synth area share
fa+ha+maj	44	44	0.0332
compound gates	119	119	0.0456
simple gates	313	313	0.102
xor+xnor	20	20	0.0110
buf+inv	205	1341	0.0556
other cells	0	89	0
mux	517	517	0.672
flops	70	70	0.0813
## routing by layer
metal	up-vias	global-route usage
li1	7932	-
met1	10100	0.180
met2	1520	0.264
met3	436	0.118
met4	164	0.0482
met5	-	0
## critical path, stage by stage
cell	delay, ps
clkdlybuf4s50_1	460
mux4_2	520
clkdlybuf4s50_1	920
Power and IR drop assume default switching activity.
